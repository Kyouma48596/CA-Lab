==> config.mk <==
export PLATFORM = sky130hd
export DESIGN_NAME = mux2to1
export DESIGN_NICKNAME = mux2to1
export VERILOG_FILES = /design/flow/design.v
export SDC_FILE = /design/flow/constraint.sdc
export NUM_CORES = 4
export LEC_CHECK = 1
export CORE_AREA = 10 10 70 70
export DIE_AREA = 0 0 80 80
==> constraint.sdc <==
current_design mux2to1

set clk_period 1.0
set clk_io_pct 0.2

create_clock -name clk0 -period $clk_period

set non_clock_inputs [all_inputs -no_clocks]
set_input_delay [expr $clk_period * $clk_io_pct] -clock clk0 $non_clock_inputs
set_output_delay [expr $clk_period * $clk_io_pct] -clock clk0 [all_outputs]
==> design.v <==
module mux2to1 (
	input [31:0] in1,
	input [31:0] in2,
	output [31:0] q,
	input sel
);
assign q = sel ? in2 : in1;
endmodule
==> run.sh <==
#!/bin/bash
# OpenROAD 26Q1-2900-gdf79404cd8, Yosys 0.63+post, stock flow scripts
make -C /OpenROAD-flow-scripts/flow DESIGN_CONFIG=/design/flow/config.mk WORK_HOME=/design/flow/orfs finish
==> COMMIT_EDITMSG <==
Record implementation results from latest flow run

- Number of nets with antenna violations after routing: 0
- Arrival time reported for the critical path endpoint: 980 ps
* Total negative slack for setup checks: -5030 ps
* Failing checks: setup timing
* Hold violation count in the final report: 0
- The first TritonRoute pass finished after 2 iterations.
* Post-route setup slack: -175 ps
- Row generation in the floorplan step produced 21 rows.
- Number of buffers inserted for hold repair after clock tree synthesis: 0
* Commonest cells after routing, fill and taps aside: sky130_fd_sc_hd__dlygate4sd2_1, sky130_fd_sc_hd__mux2_4, sky130_fd_sc_hd__buf_6
* Yosys warnings: 0
- RePlAce ended its routability-driven mode at a weighted congestion of 0.760.
* Worst-path cell with the longest stage delay: sky130_fd_sc_hd__mux2_4
- Per the log, the first TritonRoute iteration ended with a DRC count of 4.
- The area growth from synthesis to layout is 212%.
- After layout, the worst path uses 118% of the clock period.
* # port buffers: 97
- The first global-routing pass estimated 4150 um of wire.
- Number of cells produced by synthesis: 36
* Kind of end point of the critical path: primary output
* # Max-Cap Violations: 0
- Of the cells placed in the final design, the portion with a size suffix greater than 1 is 56.2%.
* Startpoint class of the critical path: primary input
* Via count: 730
- After routing the design area is 1700 um^2.
- Ports placed on the boundary: 97
- Before placement the cells fill 15.9% of the core.
- The number of warnings reported in the stage logs is 34.
- Yosys stat cell total: 36
- Hold WC Path Type: primary input to primary output
* Most repeated library cell on the critical path: sky130_fd_sc_hd__buf_12
* Antenna diode count: 0
- Hold Path Sink: q[24]
* Commonest Layout Cell: sky130_fd_sc_hd__dlygate4sd2_1
- Total power divided by cell area: 389 nW/um^2
- The initial antenna violation count came to 0.
* Die area: 6400 um^2
- Cell Chain, Critical Path: buf_12 > buf_12 > buf_8 > mux2_4 > buf_6
- In the final layout, the fill cell count is 327.
- Setup repair after global routing could not meet its margin everywhere.
- The longest incremental delay of any stage on the critical path is reported as 300 ps.
- For the finished layout, the period the worst path requires is 1180 ps.
- Worst Min Path Start: in1[24]
- Outcome: finished with violations
* Buf+Inv Stages, Crit Path: 4
- Final hold slack: 694 ps
- For this run, the total global-route usage over all layers was measured as 7.87%.
* Placed cell area: 1540 um^2
- According to the timing report, the data required time at the worst endpoint equals 800 ps.
- Y dimension of the die: 80 um
- Per the GRT congestion report, total overflow comes to 0.
- In the final routed layout, each cell accounts on average for 14.8 um.
- IR analysis of the VDD net gives a maximum drop of 173 uV.
- After floorplanning, the core was sized to cover 3420 um^2.
- For this design the static power due to leakage is 0.990 nW.
- Maximum number of pins on one net before global-route repair: 8
- The cell area that synthesis handed to floorplanning was 544 um^2.
- Synth unique cells: 4
- Register area: 0 um^2
- In this design, the largest share of critical-path delay is due to buffers and inverters.
- Slew at the pin with the worst max-slew slack: 61.1 ps
- Final WL: 2850 um
- Number of global-route vias before repair: 824
* Achievable frequency: 0.851 GHz
- The setup path with the least slack is of type primary input to primary output.
- Final Max-Slew Violation Tally: 0
* Share of synthesized area occupied by flip-flops and latches: 0%
* Horizontal die dimension: 80 um
- Detailed placement ended at an HPWL of 2400 um.
* Count of sequential standard cells: 0
* Area of the multi-input gates: 480 um^2
- Mean area per synthesized cell: 15.1 um^2
- After detailed routing, the number of vias per cell comes to 3.80.
- Setup violation total in the final timing report: 32
* Remaining max-slew budget at the tightest pin: 95.9%
* Yosys chip area: 544 um^2
* Count of cells along the worst hold path: 3
* Tally of clock buffers in the finished layout: 0
- Max fanout on the critical path was recorded as 7.
- In the routed design, unresolved DRC markers number 0.
cell families after synthesis:
kind of cell,Yosys count,synth area share [%]
muxes,32,86.9
buffers and inverters,4,13.1
what timing repair did:
| item | in CTS | in global routing |
|---|---|---|
| cloned | 1 | 0 |
| setup endpoints to repair | 32 | 32 |
| buffers inserted | 14 | 0 |
| gates resized | 170 | 23 |
layer usage:
layer / vias to the layer above / track usage (%) / wire [um]
li1: 362 / - / -
met1: 317 / 8.97 / 1140
met2: 51 / 14.3 / 1390
met3: 0 / 3.07 / 313
met4: 0 / 0 / 0
met5: - / 0 / 0
power by group:
part	internal [mW]	total, mW	switching, mW	leakage, nW
logic	0.519	0.660	0.141	0.990
clock network	0	0	0	0
registers	0	0	0	0
synthesized netlist by cell type, drive strengths merged:
library cell	number	area share (%)
buf	4	13
mux2	32	87
layout make-up:
| class | count | share of cell area (%) |
|---|---|---|
| multi-input combinational | 32 | 28.3 |
| tap | 46 | 3.39 |
| timing repair buffer | 114 | 68.3 |
through the flow:
stage               setup WS (ps)  util [%]  power [mW]  instances
global route                 -194      49.7       0.706        192
CTS                          -178      47.0       0.644        192
floorplan                    66.9         -       0.206         36
finish                       -175      49.7       0.660        192
global placement             -492      45.0       0.654        177
detailed placement           -497      45.0       0.655        177
worst max-delay path by stage:
stage     startpoint    end  cells after the start
6_report         sel  q[31]                      5
4_1_cts          sel   q[0]                      5
5_1_grt          sel  q[31]                      5
No activity file was given, so power comes from the tool's default toggle rates.
