### ./config.mk
export PLATFORM = sky130hd
export DESIGN_NAME = instruction_memory
export DESIGN_NICKNAME = instruction_memory
export VERILOG_FILES = /design/flow/design.v
export SDC_FILE = /design/flow/constraint.sdc
export NUM_CORES = 4
export LEC_CHECK = 1
export CORE_AREA = 10 10 70 70
export DIE_AREA = 0 0 80 80
### ./constraint.sdc
current_design instruction_memory

set clk_period 2.1
set clk_io_pct 0.2

create_clock -name clk0 -period $clk_period

set non_clock_inputs [all_inputs -no_clocks]
set_input_delay [expr $clk_period * $clk_io_pct] -clock clk0 $non_clock_inputs
set_output_delay [expr $clk_period * $clk_io_pct] -clock clk0 [all_outputs]
### ./design.v
module instruction_memory (
	input [7:0] PC,
	input reset,
	output [7:0] instruction_code
);
reg [7:0]mem[7:0];
assign instruction_code = mem[PC];
always @(reset) begin 
	if(!reset) begin 
		mem[0] = 8'b00_000_011;
		mem[1] = 8'b01_101_000;
		mem[2] = 8'b01_011_101;
		mem[3] = 8'b11_000001;
		mem[4] = 8'b00_011_100;
		mem[5] = 8'b01_000_011;
    end
end
endmodule
### ./run.sh
#!/bin/bash
# OpenROAD 26Q1-2900-gdf79404cd8, Yosys 0.63+post, stock flow scripts
make -C /OpenROAD-flow-scripts/flow DESIGN_CONFIG=/design/flow/config.mk WORK_HOME=/design/flow/orfs finish
==> metrics.txt <==
# HELP chip_impl_metric Physical implementation figures
# TYPE chip_impl_metric gauge
chip_impl_metric{name="first_pass_grt_wire_length",unit="um"} 627
chip_impl_metric{name="drt_drc_violations_left",unit=""} 0
chip_impl_metric{name="critPathMaxFanout",unit=""} 7
chip_impl_metric{name="final-seq-area",unit="um2"} 0
chip_impl_metric{name="clock_power_share",unit="%"} 0
chip_impl_metric{name="use_met1",unit="%"} 1.187
chip_impl_metric{name="final_cell_count_no_fill",unit=""} 72
chip_impl_metric{name="synth.avg_cell_area",unit="um2"} 7.674
chip_impl_info{name="status",value="finished clean"} 1
chip_impl_metric{name="critPathArrivalTime",unit="ns"} 1.61
chip_impl_metric{name="globalRouteMet3Util",unit="%"} 0.3409
chip_impl_metric{name="synth_cell_types",unit=""} 12
chip_impl_info{name="min_delay_worst_endpoint",value="instruction_code[7]"} 1
chip_impl_metric{name="antenna_found_initial",unit=""} 0
chip_impl_metric{name="hold_viol",unit=""} 0
chip_impl_metric{name="seq_power_share",unit="%"} 0
chip_impl_metric{name="dr.first_iter.drc_count",unit=""} 5
chip_impl_metric{name="holdPathStages",unit=""} 4
chip_impl_metric{name="rd_place_congestion",unit=""} 0.6175
chip_impl_metric{name="floorplan.core_util",unit="%"} 3.370
chip_impl_metric{name="synth_cells",unit=""} 15
chip_impl_metric{name="layout_setup_ws",unit="ns"} 0.07049
chip_impl_metric{name="placed_cells_incl_taps",unit=""} 72
chip_impl_metric{name="dieWidth",unit="um"} 80
chip_impl_metric{name="post_detailed_route_via_to_cell_ratio",unit=""} 1.736
chip_impl_info{name="rsz0062_at_grt",value="true"} 1
chip_impl_metric{name="globalRouteMet2Util",unit="%"} 2.648
chip_impl_metric{name="log.warning_count",unit=""} 39
chip_impl_metric{name="synth.yosys.seq_area_share",unit="%"} 0
chip_impl_metric{name="synth.yosys.num_cells",unit=""} 15
chip_impl_metric{name="cap_violations",unit=""} 0
chip_impl_metric{name="cts_post_setup_buffers_inserted",unit=""} 0
chip_impl_metric{name="power.combinational.fraction",unit="%"} 100.0
chip_impl_metric{name="die_height",unit="um"} 80
chip_impl_metric{name="timing.final.max_slew_violations",unit=""} 0
chip_impl_metric{name="cts.hold.buffers_added",unit=""} 0
chip_impl_metric{name="peakVddDrop",unit="mV"} 0.02303
chip_impl_metric{name="floorplan.io_pins",unit=""} 17
chip_impl_metric{name="core_area",unit="um2"} 3416
chip_impl_info{name="startpoint_type",value="input pin"} 1
chip_impl_metric{name="synth_warnings",unit=""} 18
chip_impl_info{name="worst-setup-path-type",value="input pin to primary output"} 1
chip_impl_metric{name="grt_start_max_net_pins",unit=""} 8
chip_impl_metric{name="final.period_utilization",unit="%"} 96.64
chip_impl_metric{name="postRouteWirelength",unit="um"} 435
chip_impl_metric{name="power.total",unit="mW"} 0.04707
chip_impl_metric{name="clock_buffers",unit=""} 0
chip_impl_metric{name="route.vias.total",unit=""} 125
chip_impl_metric{name="row_count",unit=""} 21
chip_impl_metric{name="grt_overflow",unit=""} 0
chip_impl_metric{name="worst_slew_margin_rel",unit="%"} 82.48
chip_impl_metric{name="globalRouteTotalUtil",unit="%"} 1.247
chip_impl_metric{name="worst_ep_required_time",unit="ns"} 1.68
chip_impl_metric{name="area.growth.synth_to_final",unit="%"} 141.3
chip_impl_metric{name="fin_setup_tns",unit="ns"} 0
chip_impl_metric{name="achievable-frequency",unit="GHz"} 0.4927
chip_impl_metric{name="inserted_diodes",unit=""} 0
chip_impl_metric{name="fraction_of_final_layout_cells_sized_beyond_drive_strength_1",unit="%"} 19.23
chip_impl_metric{name="cellInternalPower",unit="mW"} 0.03265
chip_impl_metric{name="worstMarginPinSlew",unit="ns"} 0.2628
chip_impl_metric{name="ant_nets",unit=""} 0
chip_impl_metric{name="pwr_density_cell",unit="nW/um2"} 169.4
chip_impl_metric{name="flop-count",unit=""} 0
chip_impl_metric{name="post_drt_wl_per_cell",unit="um"} 6.042
chip_impl_metric{name="detailedPlace.worstSlack",unit="ns"} -0.2076
chip_impl_metric{name="detailedRoute.firstPassIterationCount",unit=""} 2
chip_impl_info{name="startpoint_of_the_worst_hold_path",value="PC[2]"} 1
chip_impl_metric{name="power_leakage",unit="nW"} 0.1017
chip_impl_metric{name="layout_min_cycle_time",unit="ns"} 2.030
chip_impl_metric{name="switching_component_of_the_power",unit="mW"} 0.01442
chip_impl_info{name="busiest_layer",value="met2"} 1
chip_impl_info{name="hold_path_class",value="input pin to primary output"} 1
chip_impl_info{name="worstSetupEndpointType",value="primary output"} 1
chip_impl_metric{name="grt_pass1_vias",unit=""} 122
chip_impl_metric{name="switching_share",unit="%"} 30.63
chip_impl_metric{name="count_of_buffers_inserted_at_the_top_level_ports",unit=""} 11
chip_impl_metric{name="finalSetupViolCount",unit=""} 0
chip_impl_metric{name="netlist_area",unit="um2"} 115.1
chip_impl_metric{name="ys_area",unit="um2"} 115.1
chip_impl_metric{name="die-area",unit="um2"} 6400
-- power by group through the flow --
stage,clock network (mW),registers (mW),logic [mW]
finish,0,0,0.0471
global route,0,0,0.0525
CTS,0,0,0.0488
-- placed cells by master (no fill, tap or decap) --
cell / instances
sky130_fd_sc_hd__clkdlybuf4s50_1: 8
sky130_fd_sc_hd__xor2_1: 3
sky130_fd_sc_hd__dlygate4sd2_1: 3
sky130_fd_sc_hd__buf_4: 3
sky130_fd_sc_hd__nor2_1: 2
sky130_fd_sc_hd__inv_1: 1
sky130_fd_sc_hd__mux2i_1: 1
sky130_fd_sc_hd__nor3_1: 1
sky130_fd_sc_hd__mux2_2: 1
sky130_fd_sc_hd__nor3b_2: 1
sky130_fd_sc_hd__nand2b_1: 1
sky130_fd_sc_hd__xnor2_1: 1
-- worst max-delay path by stage --
stage / endpoint / start / depth (start not counted) / slack, ns
4_1_cts: instruction_code[3] / PC[1] / 4 / 0.05
5_1_grt: instruction_code[1] / PC[1] / 4 / -0.003
6_report: instruction_code[3] / PC[1] / 4 / 0.07
-- worst max-delay path: stages --
cell and delay (ns):
sky130_fd_sc_hd__dlygate4sd2_1 0.32, sky130_fd_sc_hd__xor2_1 0.18, sky130_fd_sc_hd__mux2_2 0.26, sky130_fd_sc_hd__clkdlybuf4s50_1 0.42
-- cells in the mapped netlist, drive strengths merged --
master / count / area [um2]
nor3: 1 / 5.000
nor2: 2 / 7.510
nor3b: 1 / 12.51
nand2b: 1 / 6.260
inv: 1 / 3.750
buf: 3 / 23.77
mux2i: 1 / 10.01
xor2: 3 / 26.28
xnor2: 1 / 8.760
mux2: 1 / 11.26
-- stage by stage --
step	util (%)	hold slack (ns)	instance area, um2
final	8.132	1.662	277.8
after global routing	8.132	1.701	277.8
after CTS	8.132	1.684	277.8
after detailed placement	8.242	1.918	281.5
after global placement	8.242	1.931	281.5
after floorplan	-	0.8618	115.1
-- cell families (layout without fill, tap and decap cells) --
kind of cell	Yosys count	after routing	share of synthesized area, %
mux	2	2	18.48
buf+inv	4	15	23.91
xor+xnor	4	4	30.44
simple gates	5	5	27.17
-- metal layers --
layer	wire, um	part of all wire (%)
met5	0	0
met4	0	0
met3	62	14
met2	218	50
met1	153	35
-- final cells by class --
| type | instances | area (um2) |
|---|---|---|
| Tap cell | 46 | 57.56 |
| Timing Repair Buffer | 14 | 128.9 |
| Multi-Input combinational cell | 11 | 87.58 |
| Inverter | 1 | 3.754 |
| Fill cell | 406 | 3138 |
-- repair_timing --
| action | CTS | global route |
|---|---|---|
| gates resized | 3 | 0 |
| pin swaps | 1 | 0 |
| hold endpoints to repair | 0 | 0 |
| endpoints found under the setup margin | 8 | 1 |
Power figures rest on the tool's default switching activity, not on a simulated workload.
