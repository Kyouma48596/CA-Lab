### run.sh
#!/bin/bash
# OpenROAD 26Q1-2900-gdf79404cd8, Yosys 0.63+post, stock flow scripts
make -C /OpenROAD-flow-scripts/flow DESIGN_CONFIG=/design/flow/config.mk WORK_HOME=/design/flow/orfs finish
### config.mk
export PLATFORM = sky130hd
export DESIGN_NAME = reg_file
export DESIGN_NICKNAME = reg_file
export VERILOG_FILES = /design/flow/design.v
export SDC_FILE = /design/flow/constraint.sdc
export NUM_CORES = 4
export LEC_CHECK = 1
export CORE_UTILIZATION = 50
### constraint.sdc
current_design reg_file

set clk_period 2.9
set clk_io_pct 0.2

create_clock -name clk0 -period $clk_period

set non_clock_inputs [all_inputs -no_clocks]
set_input_delay [expr $clk_period * $clk_io_pct] -clock clk0 $non_clock_inputs
set_output_delay [expr $clk_period * $clk_io_pct] -clock clk0 [all_outputs]
### design.v
module reg_file (
	input clk,
	input rst,
	input writeReg,
	input [2:0] read_reg_num_1, read_reg_num_2,
	input [2:0] write_reg_num,
	input [7:0] write_data,
	output [7:0] read_data_1, read_data_2
);
reg [7:0] regfile [7:0];
integer i;
assign read_data_1 = regfile[read_reg_num_1];
assign read_data_2 = regfile[read_reg_num_2];
always @(*) begin 
	if(!rst) for(i = 0; i<8; i=i+1) regfile[i] <= i;
	else if (writeReg) begin 
		regfile[write_reg_num] = write_data;
	end
end
endmodule
==> results.txt <==
Update from the flow run.

The run finished with clean final reports. At the end of routability-driven placement, the weighted congestion stood at approximately 0.86. The highest-delay cell along the critical path is clkdlybuf4s50_1. The timer found around 64 register pins that no clock reaches; their paths are not timed. The combined global-route utilization of all metal layers is 28.0%.

The total wire length after detailed routing is ~6.3 mm. Per the placement log, port buffering inserted 35 buffers. The synthesized design contains 0 enable-type register cells.

The aggregate global routing overflow is 0. The floorplan die width is ~70 µm. The routed length per instance is 17.8 µm.

The end-of-flow timing check tallies setup violations at 0. The minimum setup slack in the final design is 0.117 ns. The wire length of the first global-routing pass is between 10 and 15 mm. The number of antenna repair diodes is 0. The async set-or-reset flop fraction in the synthesized netlist is 0%.

The part of the cycle the worst path needs is 96.0%. The fmax is 359 MHz. The most used flip-flop cell after synthesis is dlxtn_1. The relative contribution of the clock network to total power is 0%.

The worst slew margin relative to its limit is around 55%. The worst hold path class is in2out. The die is between 60 and 70 µm tall. STA classifies the critical path startpoint as an input port. The total DRC errors in the routed layout is 0.

The routed layout has a little over 2000 vias. The internal power contribution is 232 µW. The initial utilization of the core area, before any placement, comes to about half. After synthesis, the share of cell area in mux cells is about 15%. The report shows a maximum critical-path fanout of 16. The final-layout fill cell count is approximately 360. The number of unconstrained endpoints is 64. The arrival time reported for the critical path endpoint is 2.20 ns. The total count of max-transition violations in the final report is 0.

The critical path goes through dlygate4sd2_1, bufbuf_16, nor3b_1, a211oi_1, o22a_1, clkdlybuf4s50_1. The met3 routing resource usage after global routing is 4.42%. The registers reported with the highest flop counts are regfile x64.

The number of synthesis warnings is 2. The register with the most flip-flops in the layout has approximately 64 of them. The post-synthesis cell type count is 31. The tool warning count for the run is 34. The initial antenna violation count was 0.

Setup repair after global routing left no endpoint under its margin. Ranked by flip-flop count, first place goes to regfile. Per report_power, the sequential group accounts for 20.8% of the total. The busiest layer in global routing is met1. The number of vias per cell is approximately 5.8. The gate count of the mapped netlist is approximately 240. The area growth from synthesis to final layout is 31.0%. The synthesized-area fraction occupied by adder cells is 0%. The start point of the critical path is read_reg_num_1[1]. The placement stage leaves a total instance area of 2830 µm². At the worst endpoint, the required time is roughly 2.3 ns. The via count of the first global-routing pass was 1940.

The max-capacitance violation count is 0. The endpoint kind of the worst setup timing path is a primary output. Per the breakdown, switching nets consume between 30% and 40% of all power. The total half-perimeter wirelength after legalization and detailed placement is about 4.4 mm. The post-synthesis xor/xnor area fraction is 0%.

In the setup report, the worst path falls into the class in2out. The power share of the combinational group is a little under 80%. The routed design could run at a clock period as short as about 2.8 ns. The synthesis area per yosys is between 2000 and 2500 µm². The cell area power density is approximately 130 nW/µm².

The combinational gate area is between 1000 and 1500 µm². Per the OpenROAD floorplan log, the area of the core is 4350 µm². After synthesis the cells add up to between 2000 and 2500 µm². The worst path buffer plus inverter count is 3.

The delay of the slowest cell on the worst path is 0.45 ns. The area of the chip is about 4800 µm². The met2 usage is roughly 44%.

Endpoints failing hold in the final report were tallied at 0. After routing the design area is roughly 3000 µm². For this design the static power due to leakage is ~0.0014 µW.

The number of hold-repair buffers added at the cts stage is 0. The number of DRC markers after the initial detailed-route iteration is about 93. The site row count is 24. The maximum resistive drop on vdd is about 0.085 mV. Registers take between 900 and 1000 µm². The met1 usage in global routing is 44.5%. On the critical path the largest part of the delay comes from buffers and inverters.

The timing report lists the critical path depth as 6 cells. The number of cells in Yosys stat is 241. Synthesis inferred roughly 64 register bits. The pin count of the biggest net entering global routing is 20.

The power spent charging and discharging nets is ~140 µW. Pin placement for this block handled 36 I/O pins. The worst-case setup slack after placement is -0.105 ns. The total power of the final layout is between 300 and 400 µW. The end-of-flow core utilization is just under 70%. A synthesized cell averages ~9.4 µm². The post-route netlist has approximately 18% of its cells at a drive strength greater than 1. The area share of and-or/or-and cells after synthesis is around a fifth. The post-route antenna net violation count is 0.

The fraction of the mapped netlist area in simple logic gates is 15.6%. By area, the combinational part of the netlist is dominated by AND-OR/OR-AND gates. Per STA, the endpoint of the critical path is read_data_1[1]. The first-pass detailed-route iteration total is 4. The slew of the pin with the lowest slew margin is 0.679 ns.
## timing repair
action | 4_1_cts | 5_1_grt
gates cloned | 3 | 0
pin swaps | 1 | 0
setup buffers | 4 | 0
gates resized | 10 | 6
setup endpoints to repair | 9 | 9
## final cells by class
class / instances / share of cell area (%)
Multi-Input combinational cell: 156 / 40.0
Sequential cell: 64 / 32.5
Timing Repair Buffer: 77 / 24.9
Tap cell: 52 / 2.20
Inverter: 3 / 0.381
## power by group through the flow
stage | sequential [µW] | clock (µW) | combinational [µW]
4_1_cts | 77.3 | 0 | 294
5_1_grt | 80.2 | 0 | 318
6_report | 77.5 | 0 | 295
## worst min path at each step
stage	slack, ns	endpoint	from	cells past startpoint
after global routing	2.05	read_data_2[2]	read_reg_num_2[2]	4
final	2.00	read_data_2[2]	read_reg_num_2[2]	4
after CTS	2.24	read_data_2[2]	read_reg_num_2[2]	4
## routing by layer
layer | share of wire (%) | up-vias
met2 | 47 | 57
met1 | 46 | 958
met3 | 7.4 | 2
met5 | 0 | -
met4 | 0.22 | 0
li1 | - | 1015
## logic make-up after synthesis
| group | Yosys count |
|---|---|
| buf+inv | 21 |
| latches | 64 |
| simple gates | 59 |
| compound gates | 63 |
| mux | 34 |
## synth_stat cells (2+ instances only)
master / number / area, µm²
a211oi_1: 9 / 67.6
a21oi_1: 7 / 35.0
a22oi_1: 6 / 45.0
a31oi_1: 6 / 37.5
a32oi_1: 6 / 52.6
and2_1: 9 / 56.3
buf_1: 2 / 7.51
buf_2: 6 / 30.0
buf_4: 5 / 37.5
buf_6: 3 / 33.8
dlxtn_1: 64 / 961
inv_1: 3 / 11.3
mux2_2: 6 / 67.6
mux2i_1: 28 / 280
nand2_1: 6 / 22.5
nand2b_1: 14 / 87.6
nor2_1: 10 / 37.5
nor3b_1: 16 / 120
o21a_1: 2 / 15.0
o22a_1: 8 / 70.1
o22ai_1: 9 / 56.3
o31a_1: 6 / 52.6
o32a_1: 2 / 20.0
## worst min-delay path: cells and delay by family
kind,cells,cell delay [ns]
compound gates,2,0.24
buf+inv,2,0.60
## cells in the final DEF, fill, tap and decap left out
master            n
o21a_1            2
inv_1             3
nand2b_1         14
dlymetal6s2s_1    2
a22oi_1           6
buf_2             1
a21oi_1           7
a31oi_1           6
o22a_1            8
mux2_2            6
clkdlybuf4s50_1  29
mux2i_1          28
buf_12            1
a22o_1            1
clkbuf_2          1
buf_6             4
o22ai_1           9
a32oi_1           6
bufbuf_16         2
o32a_1            2
a21o_1            1
o31a_1            6
nor2b_4           1
dlygate4sd2_1     3
nor3b_1          16
and2_1            9
a211oi_1          9
nor2_2            2
or3_4             1
and3b_1           1
dlxtn_1          64
nand2_1           6
nor2_1            9
buf_4            34
## per-stage QoR
step / std cells / TNS (ns) / hold WS (ns)
after floorplan: 241 / 0 / 1.42
after global placement: 345 / -0.704 / 2.43
after detailed placement: 345 / -0.636 / 2.44
after CTS: 352 / 0 / 2.24
after global routing: 352 / 0 / 2.05
final: 352 / 0 / 2.00
No activity file was given, so power comes from the tool's default toggle rates.
